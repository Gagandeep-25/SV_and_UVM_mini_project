File: flow/run.sh
#!/bin/bash
# OpenROAD 26Q1-2900-gdf79404cd8, Yosys 0.63+post, stock flow scripts
make -C /OpenROAD-flow-scripts/flow DESIGN_CONFIG=/design/flow/config.mk WORK_HOME=/design/flow/orfs finish
File: flow/config.mk
export PLATFORM = sky130hd
export DESIGN_NAME = add
export DESIGN_NICKNAME = add
export VERILOG_FILES = /design/flow/design.v
export SDC_FILE = /design/flow/constraint.sdc
export NUM_CORES = 4
export LEC_CHECK = 1
export CORE_AREA = 10 10 70 70
export DIE_AREA = 0 0 80 80
File: flow/constraint.sdc
current_design add

set clk_period 1.0
set clk_io_pct 0.2

create_clock -name clk0 -period $clk_period [get_ports {clk}]

set non_clock_inputs [all_inputs -no_clocks]
set_input_delay [expr $clk_period * $clk_io_pct] -clock clk0 $non_clock_inputs
set_output_delay [expr $clk_period * $clk_io_pct] -clock clk0 [all_outputs]
File: flow/design.v
module add(
  input rst,clk,
  input [3:0] a,b,
  output reg [4:0] y
);
  always @(posedge clk or posedge rst) begin
    if(rst)
      y <= 5'b00000;
    else 
      y <= a + b;
  end
endmodule
interface add_if();
  logic clk;
  logic rst;
  logic [3:0] a;
  logic [3:0] b;
  logic [4:0] y;
endinterface 
==> summary.txt <==
From the run reports.

- The clock power share is 37.1%.
- The per-cell routed wire length is 7.54 um.
- Nets still carrying antenna violations after routing amount to 0.
- Per the OpenROAD power report, switching power amounts to 134 uW.
- The die width is 80 um.
- The worst path arrival time is 1150 ps.
- The most common logic cells in the final layout are sky130_fd_sc_hd__clkbuf_2 (5), sky130_fd_sc_hd__dfrtp_1 (5), sky130_fd_sc_hd__inv_1 (4).
- Per the post-CTS timing run, clock transition at the registers of the reported paths is 40 ps.
- After detailed placement, the design holds a cell count of 83.
- The H-tree depth reads 1.
- The flow measured a signed area growth from synthesis to layout of 85.8%.
- The routability congestion estimate reads 0.660.
- The number of cells in the yosys synthesis report is 22.
- The largest registers in the layout are y x5.
- Looking at the critical path, the highest net fanout was 2.
- In the Yosys stats the netlist draws on 10 distinct library cells.
- The synthesized area divided by synthesized cell count is 12.1 um2.
- The remaining max-slew budget at the tightest pin reads 88.6%.
- The share of total power dissipated in sequential elements is 39.3%.
- The average via count per standard cell is 2.33.
- For this design the top-level I/O count stands at 15.
- The launching element type of the critical path reads a primary input.
- The clock passes through at most 2 buffers.
- In the post-synthesis netlist, the biggest area contributors are sky130_fd_sc_hd__dfrtp_1 (47%), sky130_fd_sc_hd__ha_1 (19%), sky130_fd_sc_hd__fa_1 (7.5%), sky130_fd_sc_hd__inv_1 (7.1%), sky130_fd_sc_hd__xnor2_1 (6.6%).
- The synthesized flop and latch total is 5.
- The number of flip-flops under the largest register name reads 5.
- 0 antenna diodes ended up in the layout.
- Cells fill 14.4% of the core in the end.
- After floorplanning, the core was divided into 21 placement rows.
- The internal power contribution reads 475 uW.
- Following the worst setup path forward leads to its endpoint at y[4].
- The number of antenna violations at the first check in global routing is 0.
- The number of optimization iterations in the first detailed-route pass is 2.
- For this block, the via count after detailed routing is 203.
- The post-CTS setup-driven buffer insertion count reads 0.
- Of the total power, combinational logic draws 23.6%.
- In the final report, the number of pins over their slew limit comes to 0.
- The switching portion of total power reads 22.0%.
- The post-route minimum period is 979 ps.
- The max-capacitance violation count is 0.
- The number of standard cells after synthesis reads 22.
- The CTS root buffer reads sky130_fd_sc_hd__clkbuf_4.
- The count of endpoints failing hold in the final timing report reads 0.
- The TritonCTS clock tree reads yes.
- Entering global routing, the biggest net connects 6 pins.
- The starting DRC count in detailed routing reads 3.
- The actual slew at the worst max-slew pin is 171 ps.
- The hold-fix buffer count after cts reads 0.
- The full die area is 0.00640 mm2.
- The peak supply drop reads 171 uV.
- The number of global-route vias before repair reads 227.
- The Yosys chip area is 265 um2.
- The required time of the critical path reads 1180 ps.
- The tightest hold path in the finished design has a slack of 159 ps.
- The flow ran to the end, and the final reports show no timing, DRC or antenna violations.
- The finished layout holds 87 standard cells, fillers aside.
- The area fraction of the dominant cell type after synthesis is 47.2%.
- The largest register by flop count reads y.
- In this run the worst hold path is classified as primary input to asynchronous set/reset pin.
- The proportion of synthesized chip area in sequential cells reads 47.2%.
- The sink count of the clock tree reads 5.
- The total leakage power reads 0.000222 uW.
- The number of warnings reported in the stage logs is 26.
- The share of the core filled by cells before placement is 7.77%.
- For this run, the final setup violation count is recorded as 0.
- The fmax is 1.02 GHz.
- The placeable core region reads 0.00342 mm2.
- The number of buffers inserted during clock tree synthesis reads 3.
- The half-perimeter wire length of the detailed placement result reads 583 um.
- The number of warnings reported in the yosys synthesis log is 1.
- The number of filler cells placed in the layout is 396.
- The power density over the cells reads 1240 mW/mm2.
- The height of the chip reads 80 um.
- Per STA, the startpoint of the critical path is b[0].
- The post-synthesis instance area is 265 um2.
- The start-to-end type of the worst setup path is primary input to flop.
- Setup repair after global routing left no endpoint under its margin.
- The share of the clock period used by the worst path reads 97.9%.
- Looking at area per cell type in the netlist, the leader is sky130_fd_sc_hd__dfrtp_1.
- The fraction of layout cells with a size suffix above 1 reads 39.0%.
- The wire length recorded after detailed routing is 656 um.
- The overall fraction of global-route tracks in use reads 1.86%.
- The number of buffer cells added on primary ports is 14.
- The DRC violation count after routing is 0.
- The first global-routing pass estimated 903 um of wire.
- STA classifies the critical path endpoint as a flop.
- The overall overflow remaining after global route reads 0.
-- worst max-delay path, stage by stage --
cell	delay, ps
sky130_fd_sc_hd__clkdlybuf4s15_2	190
sky130_fd_sc_hd__ha_4	120
sky130_fd_sc_hd__inv_2	30
sky130_fd_sc_hd__fa_2	340
sky130_fd_sc_hd__nor2b_1	120
sky130_fd_sc_hd__o21ai_1	80
sky130_fd_sc_hd__nand2b_1	70
-- power groups by stage --
stage | logic [uW] | registers, uW | clock network, uW
4_1_cts | 158 | 240 | 238
5_1_grt | 160 | 244 | 248
6_report | 143 | 240 | 226
-- metal layers --
| metal | global-route usage, % | share of wire (%) |
|---|---|---|
| met1 | 1.34 | 31 |
| met4 | 0.704 | 0 |
| met3 | 1.02 | 12 |
| met2 | 3.77 | 57 |
| met5 | 0 | 0 |
-- timing repair --
action | 4_1_cts | 5_1_grt
pin swaps | 7 | 5
resized | 25 | 5
setup endpoints to repair | 9 | 6
-- cell usage after synthesis --
| master | number |
|---|---|
| sky130_fd_sc_hd__dfrtp_1 | 5 |
| sky130_fd_sc_hd__ha_1 | 4 |
| sky130_fd_sc_hd__fa_1 | 1 |
| sky130_fd_sc_hd__a21oi_2 | 1 |
| sky130_fd_sc_hd__a21o_1 | 1 |
| sky130_fd_sc_hd__inv_1 | 5 |
| sky130_fd_sc_hd__nand2b_1 | 1 |
| sky130_fd_sc_hd__o21ai_0 | 1 |
| sky130_fd_sc_hd__xnor2_1 | 2 |
| sky130_fd_sc_hd__nor2b_1 | 1 |
-- final cells by class --
type                       instances  area, um2  area share [%]
timing repair buffer              15        116            23.6
tap                               46       57.6            11.7
inverter                           5       18.8            3.81
multi-input combinational         12        149            30.2
clock buffer                       4       26.3            5.33
sequential                         5        125            25.4
-- through the flow --
step                setup WS [ps]  instance area [um2]  setup TNS, ps  power [uW]
detailed placement           -560                  485          -2130         414
global placement             -550                  485          -2070         411
CTS                         -10.6                  518          -10.6         636
finish                       20.9                  493              0         609
floorplan                    14.6                  280              0         295
global route                 2.15                  493              0         652
-- worst min path at each step --
stage / cells past startpoint / start / slack, ps / end
CTS: 2 / rst / 150 / y[3]
global route: 2 / rst / 170 / y[3]
finish: 2 / rst / 160 / y[3]
-- logic make-up after synthesis --
kind of cell	share of synthesized area, %
simple gates	4.72
flops	47.2
buf+inv	7.08
xor+xnor	6.60
fa+ha+maj	26.4
compound gates	8.02
Power figures rest on the tool's default switching activity, not on a simulated workload.
